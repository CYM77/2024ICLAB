**flow/run.sh**
```bash
#!/bin/bash
# OpenROAD 26Q1-2900-gdf79404cd8, Yosys 0.63+post, stock flow scripts
make -C /OpenROAD-flow-scripts/flow DESIGN_CONFIG=/design/flow/config.mk WORK_HOME=/design/flow/orfs finish
```
**flow/config.mk**
```make
export PLATFORM = sky130hd
export DESIGN_NAME = NDFF_BUS_syn
export DESIGN_NICKNAME = NDFF_BUS_syn
export VERILOG_FILES = /design/flow/design.v
export SDC_FILE = /design/flow/constraint.sdc
export NUM_CORES = 4
export LEC_CHECK = 1
export CORE_AREA = 10 10 74 74
export DIE_AREA = 0 0 84 84
```
**flow/constraint.sdc**
```tcl
current_design NDFF_BUS_syn

set clk_period 1.0
set clk_io_pct 0.2

create_clock -name clk0 -period $clk_period [get_ports {clk}]

set non_clock_inputs [all_inputs -no_clocks]
set_input_delay [expr $clk_period * $clk_io_pct] -clock clk0 $non_clock_inputs
set_output_delay [expr $clk_period * $clk_io_pct] -clock clk0 [all_outputs]
```
**flow/design.v**
```verilog
module NDFF_BUS_syn #(parameter WIDTH = 8) (
    D, Q, clk, rst_n
);
input [WIDTH-1:0] D;
input clk;
input rst_n;  
output [WIDTH-1:0] Q;
genvar ii;
generate 
    for (ii = 0; ii < WIDTH; ii = ii + 1) begin
        NDFF_syn u_NDFF_syn (
            .D(D[ii]), 
            .clk(clk), 
            .rst_n(rst_n),
            .Q(Q[ii])
        );
    end
endgenerate
endmodule
module NDFF_syn(D, Q, clk, rst_n);
input D;
input clk;
input rst_n;  
output Q;
reg A1,A2;
assign Q = A2;
always @(posedge clk or negedge rst_n)
begin
    if(!rst_n)
        A1 <= 0;
    else
        A1 <= D;  
end
always @(posedge clk or negedge rst_n)
begin
    if(!rst_n)
        A2 <= 0;
    else
        A2 <= A1;  
end
endmodule
```
==> results.txt <==
Status of the implementation.

- Per the final layout report, the fraction of cells sized above drive strength 1 comes to 29.73%.
- The maximum clock frequency is 1.040 GHz, for reference.
- TritonCTS built the clock tree.
- Counting the fill cells in the layout gives 438.
- The vias after detailed routing is 201, for reference.
- At the worst endpoint, the required time is 0.80 ns.
- Traced cell by cell, the critical path runs through clkdlybuf4s15_1.
- Entering global routing, the biggest net connects 17 pins.
- The run finished with clean final reports.
- For this design, Yosys synthesis ends with a cell count of 24.
- The ratio of final minimum period to clock period is 96.13%, for reference.
- The maximum count of clock buffers along a single path is 2, for reference.
- The core footprint is 3971 µm², for reference.
- The kind of critical path is reg2out, for reference.
- The most critical min-delay path falls under in2async.
- The initial antenna violation count is 0, for reference.
- After floorplanning, the die was sized to cover 7056 µm².
- Recorded from the global router log, the overflow total was 0.
- The root buffer cell chosen for the clock tree is sky130_fd_sc_hd__clkbuf_8.
- Adding up every negative setup slack in the final design gives 0 ns.
- The horizontal die dimension is 84 µm, for reference.
- Per the post-synthesis stats, the area per cell is 19.19 µm².
- The insertion delay to the later sink of the worst-skew pair is 0.24 ns, for reference.
- The final critical-path required period is 0.9613 ns, for reference.
- The portion of the post-synthesis area used by sequential elements is 86.96%, for reference.
- The worst setup path is captured at an output port.
- The XOR/XNOR share of the synthesized area is 0%, for reference.
- After detailed routing, the number of vias per cell comes to 2.310.
- Per the final report, max-transition violations number 0.
- The max-slew check reports its worst relative slack as 91.85%.
- The netlist area before placement is 460.4 µm², for reference.
- The largest single stage delay on the critical path is 0.35 ns.
- The first-pass iteration count of the detailed router is 2, for reference.
- The buffering stage count on the worst path with inverters included is 1, for reference.
- In this run, CTS created clock tree buffers numbering 3.
- The number of hold-slack violations in the final timing report is 0, for reference.
- The buffer_ports step reported a buffer count of 17.
- The final timing report lists clock skew as 0.0003489 ns.
- The max-cap violation count is 0, for reference.
- The antenna cell count is 0, for reference.
- The DRC violation total after the first TritonRoute iteration is 10, for reference.
- The final number of setup-violating endpoints is 0, for reference.
- The vertical die dimension is 84 µm, for reference.
- For this block, the routed nets add up to 759 µm of wire.
- In the global route stage, overall resource usage came out at 2.050%.
- The final RePlAce weighted congestion is 0.6902, for reference.
- The worst IR drop on VDD is 0.2719 mV, for reference.
- Per the summary, power density relative to cell area is 1819 nW/µm².
- The logic depth of the worst setup path including buffers is 1, for reference.
- The post-route antenna net violation count is 0, for reference.
- The post-synthesis cell count is 24, for reference.
- The number of clock sinks came to 16.
- The worst register-to-register path depth is 0.
- In this run the number of H-tree levels came out at 1.
- The first-pass GRT wire length is 1.124 mm, for reference.
- The standard-cell row count is 23, for reference.
- The multi-input combinational cells in the finished layout cover a total of 0 µm².
- The average detailed-routed wire length per instance is 8.724 µm, for reference.
- The total cell area reported by yosys after synthesis is 460.4 µm², for reference.
- Of the total synthesized cell area, the portion taken by AND, OR, NAND and NOR gates is 0%.
- The core utilization before placement is 11.59%, for reference.
- In this run the count of I/O pins placed on the die edge is 18.
- The count of synthesis-stage warnings from yosys is 1, for reference.
- The script parses the final routing iteration and logs DRC violations as 0.
- The clock-pin transition on the worst setup and hold timing paths is 0.05 ns, for reference.
- Setup repair after global routing left no endpoint under its margin.
- The number of global-route vias before repair was 225.
- Looking at the critical path, the single cell with the biggest stage delay is sky130_fd_sc_hd__dfrtp_1.
- The mux contribution to synthesized area is 0%, for reference.
- The worst-path maximum fanout is 1, for reference.
- The adder and majority cell fraction of the synthesized area is 0%, for reference.
- According to the timing report, the arrival time at the worst endpoint equals 0.76 ns.
- In the Yosys stats the netlist draws on 2 distinct library cells.
- The actual transition at the worst max-transition pin is 0.1219 ns, for reference.
- The leakage power of the design is 0.0002862 µW, for reference.
- The dominant non-sequential cell family after synthesis is buffers and inverters, for reference.
- The worst setup path is launched from a flip-flop.
- Yosys reported a register bit count of 16.
- For this run, the share of the core covered by cells in the final layout is 16.60%.
- The number of multi-input combinational cells in the layout is 0.
- The logs give a warning total of 25.
- In this run the post-CTS setup repair buffer count came out at 0.
- The layout overhead on the synthesized area is 43.21%, for reference.
- After Yosys synthesis, AND-OR and OR-AND compound gates account for 0% of the synthesized area.
- The gate family responsible for the most delay along the worst path is flip-flops, for reference.
## per-layer routing
layer | vias up | global-route usage [%] | share of wire [%]
met5 | - | 0 | 0
met4 | 0 | 1.674 | 9.2
met3 | 5 | 1.476 | 12
met2 | 14 | 3.345 | 48
met1 | 92 | 1.601 | 31
li1 | 90 | - | -
## worst paths after layout
path | start | endpoint | slack, ns
min reg2reg | genblk1[6].u_NDFF_syn.A1 | genblk1[6].u_NDFF_syn.A2 | 0.35
max in group asynchronous | rst_n | genblk1[6].u_NDFF_syn.A2 | 0.59
min | rst_n | genblk1[0].u_NDFF_syn.A2 | 0.30
min in group clk0 | genblk1[6].u_NDFF_syn.A1 | genblk1[6].u_NDFF_syn.A2 | 0.35
max | genblk1[1].u_NDFF_syn.A2 | Q[1] | 0.04
max reg2reg | genblk1[4].u_NDFF_syn.A1 | genblk1[4].u_NDFF_syn.A2 | 0.53
## area by class of cell
cell class	instances	area, µm²	area share [%]
Clock buffer	3	41.29	6.262
Timing Repair Buffer	18	155.1	23.53
Tap cell	50	62.56	9.488
Sequential cell	16	400.4	60.72
## cell families (layout without fill, tap and decap cells)
family / after synthesis / in the layout
buf+inv: 8 / 21
flops: 16 / 16
## metrics by stage
step	hold WS, ns	setup WS, ns	total power (µW)	area (µm²)	std cells
2_1_floorplan	-0.09559	0.3548	716.4	460.4	24
3_3_place_gp	0.3361	0.03152	784.0	653.1	84
3_5_place_dp	0.3347	0.02929	785.6	653.1	84
4_1_cts	0.3000	0.01494	1228	694.4	87
5_1_grt	0.2990	0.004327	1266	659.4	87
6_report	0.2958	0.03872	1199	659.4	87
## registers in the layout (all words and copies together) (netlist names)
signal,count
genblk1.u_NDFF_syn.A1,8
genblk1.u_NDFF_syn.A2,8
## placed cells by master (no fill, tap or decap)
master	n
sky130_fd_sc_hd__clkbuf_8	3
sky130_fd_sc_hd__buf_12	1
sky130_fd_sc_hd__clkdlybuf4s15_1	1
sky130_fd_sc_hd__clkdlybuf4s50_1	9
sky130_fd_sc_hd__clkbuf_2	7
sky130_fd_sc_hd__dfrtp_1	16
## what timing repair did
| item | 4_1_cts | 5_1_grt |
|---|---|---|
| resized | 16 | 7 |
| setup endpoints to repair | 8 | 7 |
| hold buffers | 0 | 0 |
| pin swaps | 0 | 0 |
## synth_stat cells
cell                      count  area share (%)
sky130_fd_sc_hd__dfrtp_1     16              87
sky130_fd_sc_hd__buf_4        8              13
## power breakdown
part | internal (µW) | switching (µW) | leakage, µW | total, µW
sequential | 681 | 7.63 | 0.000186 | 689
clock | 265 | 177 | 0.0000216 | 442
combinational | 49.4 | 18.7 | 0.0000782 | 68.2
total | 996 | 203 | 0.000286 | 1200
No activity file was given, so power comes from the tool's default toggle rates.
