<file path="constraint.sdc">
current_design BB

set clk_period 3.2
set clk_io_pct 0.2

create_clock -name clk0 -period $clk_period [get_ports {clk}]

set non_clock_inputs [all_inputs -no_clocks]
set_input_delay [expr $clk_period * $clk_io_pct] -clock clk0 $non_clock_inputs
set_output_delay [expr $clk_period * $clk_io_pct] -clock clk0 [all_outputs]
</file>
<file path="config.mk">
export PLATFORM = sky130hd
export DESIGN_NAME = BB
export DESIGN_NICKNAME = BB
export VERILOG_FILES = /design/flow/design.v
export SDC_FILE = /design/flow/constraint.sdc
export NUM_CORES = 4
export LEC_CHECK = 1
export CORE_AREA = 10 10 92 92
export DIE_AREA = 0 0 102 102
</file>
<file path="run.sh">
#!/bin/bash
# OpenROAD 26Q1-2900-gdf79404cd8, Yosys 0.63+post, stock flow scripts
make -C /OpenROAD-flow-scripts/flow DESIGN_CONFIG=/design/flow/config.mk WORK_HOME=/design/flow/orfs finish
</file>
<file path="design.v">
module BB(
    input clk,
    input rst_n,
    input in_valid,
    input [1:0] inning,    
    input half,            
    input [2:0] action,    
    output reg out_valid,   
    output reg [7:0] score_A,   
    output reg [7:0] score_B,   
    output reg [1:0] result     
);
localparam IDLE = 0;
localparam A = 1;
localparam B = 3;
localparam OVER = 2;
reg [1:0] out,n_out;
reg [2:0] act,n_act;
reg [2:0] base,n_base;
reg change, n_change;
reg [1:0] state,n_state;
reg early_stop,n_early_stop;
reg [3:0] A_point,n_A_point;
reg [2:0] B_point,n_B_point;
wire [2:0] add_score;
wire [2:0] new_base;
wire [1:0] new_out;
reg change_side;
always @(*) begin
    case(state)
        IDLE: change_side = 1;
        A: change_side = (half);
        B: change_side = (!half);
        OVER: change_side = 1;
        default: change_side = 1;
    endcase
end
always @(posedge clk or negedge rst_n) begin
    if(!rst_n) begin
        state      <= IDLE;
        A_point    <= 0;
        B_point    <= 0;
        out        <= 0;
        act        <= 0;
        base       <= 0;
        early_stop <= 0;
    end
    else begin
        state      <= n_state;
        A_point    <= n_A_point;
        B_point    <= n_B_point;
        out        <= n_out;
        act        <= n_act;
        base       <= n_base;
        early_stop <= n_early_stop;
    end
end
always @(*) begin
    case(state)
        IDLE: begin
            if(in_valid) n_state = A;
            else n_state = state;
        end
        A: begin
            if(half==1'b1) n_state = B;
            else n_state = state;
        end
        B: begin
            if(!in_valid) n_state = OVER;
            else if(half==1'b0) n_state = A;
            else n_state = state;
        end
        OVER: begin
            n_state = IDLE;
        end
        default: begin
            n_state = state;
        end
    endcase
end
wire [3:0] add_out,add_select;
assign add_select = (state[1]) ? B_point : A_point;
assign add_out = add_score + add_select;
always @(*) begin
    case(state)
        OVER: n_A_point = 0;
        A: n_A_point = add_out;
        default: n_A_point = A_point;
    endcase
end
always @(*) begin
    case(state)
        OVER: n_B_point = 0;
        B: begin
            if(early_stop) n_B_point = B_point;
            else n_B_point = add_out;
        end 
        default: n_B_point = B_point; 
    endcase
end
always @(*) begin
    case(state)
        IDLE: n_early_stop = 0;
        A: begin
            if(inning == 3 && half==1 && (A_point < B_point)) n_early_stop = 1;
            else n_early_stop = early_stop;
        end
        B:n_early_stop = early_stop;
        OVER:n_early_stop = 0;
    endcase
end
always @(*) begin
    case(state) 
        A,B: begin
            if(change_side) n_base = 0;
            else n_base = new_base;
        end
        IDLE: begin
            n_base = 0;
        end
        OVER: begin
            n_base = 0;
        end
        default: n_base = base;
    endcase
end
always @(*) begin
    if(change_side) n_out = 0;
    else n_out = new_out;
end
always @(*) begin
    n_act = action;
end
Base_Score BS(.action(act), .base(base), .out_num(out), .add_score(add_score), .new_base(new_base), .new_out(new_out));
always @(*) begin
    if(state == OVER) out_valid = 1;
    else out_valid = 0;
end
always @(*) begin
    score_A = A_point;
end
always @(*) begin
    score_B = B_point;
end
always@(*) begin
    if(state == OVER) begin
        if(A_point > B_point) result = 0;
        else if(A_point < B_point) result = 1;
        else result = 2;
    end 
    else result = 0;
end
endmodule
module Base_Score (
    input [2:0] action,
    input [2:0] base,
    input [1:0] out_num,
    output reg [2:0] add_score,
    output reg [2:0] new_base,
    output reg [1:0] new_out
);
    localparam Walk        = 3'd0;
    localparam Single      = 3'd1;
    localparam Double      = 3'd2;
    localparam Triple      = 3'd3;
    localparam HR          = 3'd4;
    localparam Bunt        = 3'd5;
    localparam Ground_ball = 3'd6;
    localparam Fly_ball    = 3'd7;
    wire out1 = out_num[0];
    wire out2 = out_num[1];
    always @(*) begin
        case(action)
            Walk: begin
                new_base[0] = 1;
                if(base[0]) new_base[1] = 1;
                else new_base[1] = base[1];
                if(base[1] &base[0]) new_base[2] = 1;
                else new_base[2] = base[2];
            end
            Single: begin
                if(out2) new_base = {base[0],2'b01};
                else new_base = {base[1],base[0],1'b1};
            end
            Double: begin
                if(out2) new_base = 3'b010;
                else new_base = {base[0],2'b10};
            end
            Triple: begin
                new_base =3'b100;
            end
            HR: begin
                new_base = 3'b000;
            end
            Bunt: begin
                new_base = {base[1],base[0],1'b0};
            end
            Ground_ball: begin
                new_base = {base[1],2'b00};
            end
            Fly_ball: begin
                new_base = {1'b0, base[1], base[0]};
            end
            default: begin
                new_base = base;
            end
        endcase
    end
    wire [1:0] base12 = base[1] + base[2];
    wire [1:0] base012 = base[0] + base[1] + base[2];
    always @(*) begin
        case(action)
            Walk: begin       
                if(&(base)) add_score = 1;
                else add_score = 0;
            end
            Single: begin
                if(out2) begin
                    add_score = base[1] + base[2];
                end
                else begin
                    if(base[2]) add_score = 1;
                    else add_score = 0;
                end
            end
            Double: begin
                if(out2) begin
                    add_score = base[2] + base[1] + base[0];
                end
                else begin
                   add_score = base[1] + base[2];
                end
            end
            Triple: begin
                add_score = base[0] + base[1] + base[2];
            end
            HR: begin
                add_score = base[0] + base[1] + base[2] + 1'b1;
            end 
            Bunt: begin
                if(base[2]) add_score = 1;
                else add_score = 0;
            end
            Ground_ball: begin
                if((( out_num==0) || (!base[0] && out_num==1)) && base[2]) begin
                    add_score = 1;
                end
                else begin
                    add_score = 0;
                end
            end
            Fly_ball: begin
                if(base[2] && !out2) begin
                    add_score = 1;
                end
                else begin
                    add_score = 0;
                end
            end
            default: begin
                add_score = 0;
            end
        endcase
    end
    always @(*) begin
        case(action)
            Walk, Single: begin
                new_out = out_num;
            end
            Double: begin
                new_out = out_num;
            end
            Triple: begin
                new_out = out_num;
            end
            HR: begin
                new_out = out_num;
            end
            Bunt: begin
                new_out = out_num + 1;
            end
            Ground_ball: begin
                if(!out1 && base[0]) begin
                    new_out = out_num + 2;
                end
                else begin
                    new_out = out_num + 1;
                end
            end
            Fly_ball: begin
                new_out = out_num + 1;
            end
            default: begin
                new_out = out_num;
            end
        endcase
    end
endmodule
</file>
==> metrics.yaml <==
die:
  dieHeight_um: 102
  rows: 29
  chipWidth_um: 102
  fp-utilization: 0.2534
  core_area_mm2: 0.006459
  io_pins: 28
  die-area_mm2: 0.01040
logic_synthesis:
  top_cells_by_area: "dfrtp_1, ha_1, buf_4"
  synth_top_cell_by_area: "dfrtp_1"
  edf_count: 0
  ys_cells: 194
  synth_cells: 194
  top_area_frac: 0.2752
  synth_area_per_cell_um2: 8.436
  async_reset_ff_frac: 1.000
  flop_cell: "dfrtp_1"
  synth_flops: 18
  synth_warnings: 2
  synth_cell_types: 49
  yosysSeqAreaShare: 0.2752
  yosysChipArea_mm2: 0.001637
  synthesis.area_mm2: 0.001637
drt:
  ant_nets: 0
  wl_per_cell_um: 13.20
  diodes: 0
  totalWireLength_mm: 3.814
  first_iter_violations: 86
  routed-via-count: 1415
  first_pass_iters: 5
  viasPerCell: 4.896
  drc: 0
power_and_ir_drop:
  ir_drop_mv: 0.2702
  p_per_area_mw_per_mm2: 740.2
  p_leak_uw: 0.0008596
timing:
  fmax_mhz: 331.7
  rsz0062_at_grt: "false"
  layout_min_cycle_time_ns: 3.015
  tightest_slew_ns: 0.5444
  hold_violations: 0
  drv_slew: 0
  clock_skew_ns: 0.005318
  period_used_share: 0.9423
  tns_ns: 0
  relSlewSlack: 0.6370
  setup_viol: 0
finish:
  layout_top_cell: "inv_1"
  syn_to_final_growth_pct: 18.43
  drive_gt1_frac: 0.08962
  final_cell_mix: "inv_1, ha_1, clkdlybuf4s50_1"
  finish.utilization: 0.3001
  final_area_mm2: 0.001938
placement:
  place.gp.congestion: 0.9013
  dp_hpwl_mm: 2.967
  place_area_mm2: 0.001868
  portBuffers: 18
critical_path:
  critical_path_depth: 8
  critPathMaxStageDelay_ns: 0.50
  critPathKind: "reg2reg"
  rr_endpoint: "B_point[1]"
  cpMaxStageDelayCell: "fa_1"
  crit_family: "adder cells"
  r2r_start: "base[1]"
  worstPathRequired_ns: 3.35
  cp_max_fo: 6
  worst_ep_arrival_time_ns: 3.16
  crit_chain: "fa_1, mux2_2, a211o_1, a32o_1, ha_1, fa_1, mux2_2, a22o_1"
  r2r_setup_slack_ns: 0.18
  end_kind: "flop"
  cp_num_buf_inv: 0
  worst-r2r-cell-count: 8
  startpoint_type: "flop"
clock_tree:
  ctsHoldBuffers: 0
  root_buffer: "clkbuf_8"
  clk_pin_slew_ns: 0.08
  htreeDepth: 1
  clk_latency_ns: 0.26
  tritoncts: "yes"
  clock_sinks: 18
  numCtsBuffers: 3
  clk_path_buf_depth: 2
global_route:
  grt_pass1_vias: 1439
  antenna_found_initial: 0
  grt_pass1_wl_mm: 6.720
  grt_max_degree: 19
  grt-ovfl-total: 0
  track_usage: 0.07691
job:
  drv_cap: 0
  tool_warnings: 33
worst_hold_path:
  hp-start: "B_point[2]"
  hold_end: "B_point[2]"
  hold_depth: 2
  hold_path_class: "reg2reg"
outcome:
  status: "finished, final reports clean"
-- final cells by class --
class	instances	area, um^2
Fill cell	692	4521
Multi-Input combinational cell	146	1031
Sequential cell	18	451.7
Timing Repair Buffer	25	232.7
Tap cell	77	96.34
Inverter	19	71.32
Clock buffer	4	55.05
-- cells in the mapped netlist (2+ instances only) --
cell      instances
a21o_1            3
a21oi_1          11
a31oi_1           5
and3_1            2
buf_2             3
buf_4            10
clkbuf_1          5
dfrtp_1          18
fa_1              3
ha_1             18
inv_1            19
mux2_2            2
mux2i_1           2
nand2_1          16
nand2b_1          3
nand3_1           7
nand4_1           3
nor2_1            9
nor2b_1           5
nor3_1            4
nor4_1            2
o21ai_0          11
o221ai_1          2
o32ai_1           3
or3_1             3
xnor2_1           2
-- timing repair --
item	CTS	global route
resized	0	3
endpoints found under the setup margin	0	1
setup buffers	0	1
-- per-layer routing --
layer	GRT usage	up-vias	wire, um
li1	-	704	-
met1	0.1058	669	1850
met2	0.1230	40	1724
met3	0.01840	2	214
met4	0.01193	0	25
met5	0	-	0
-- kinds of logic (layout without fill, tap and decap cells) --
kind of cell    after synthesis  after routing  share of synthesized area
simple gates                 60             60                     0.1881
flops                        18             18                     0.2752
mux                           5              5                    0.03287
fa+ha+maj                    21             21                     0.1743
compound gates               49             49                     0.1996
xor+xnor                      2              2                    0.01071
buf+inv                      38             48                     0.1170
other cells                   1              9                   0.002291
-- state kept, by name (all words and copies together) (netlist names) --
name and flops:
B_point 3, act 3, base 3, early_stop 1, state 2, out 2, A_point 4
-- how the worst max path moves through the flow --
| stage | start | end |
|---|---|---|
| final | base[1] | B_point[1] |
| after global routing | base[1] | A_point[3] |
| after CTS | base[0] | A_point[3] |
-- tightest hold or removal path: cells and delay by family, from the launching register on --
kind / cells / cell delay [ns]
flops: 1 / 0.40
compound gates: 1 / 0.06
simple gates: 1 / 0.06
-- power breakdown --
part / switching (uW) / total, uW / internal [uW]
Clock: 82.2 / 192 / 109
Combinational: 442 / 847 / 405
Sequential: 102 / 396 / 294
-- stage by stage --
step	hold slack (ns)	power (uW)	std cells	setup WS, ns
after CTS	0.5497	1438	288	0.05454
after global routing	0.5980	1595	289	0.003021
after floorplan	0.3444	979.3	202	0.1738
after detailed placement	0.5310	1235	284	0.07342
after global placement	0.5413	1235	284	0.09963
final	0.5447	1435	289	0.1848
Power is estimated from default activity; no workload was simulated.
