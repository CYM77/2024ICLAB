`flow/design.v`:
```
module Handshake_syn #(parameter WIDTH=8) (
    sclk,
    dclk,
    rst_n,
    sready,
    din,
    dbusy,
    sidle,
    dvalid,
    dout,
    flag_handshake_to_clk1,
    flag_clk1_to_handshake,
    flag_handshake_to_clk2,
    flag_clk2_to_handshake
);
input sclk, dclk;
input rst_n;
input sready;
input [WIDTH-1:0] din;
input dbusy;
output sidle;
output reg dvalid;
output reg [WIDTH-1:0] dout;
output reg flag_handshake_to_clk1;
input flag_clk1_to_handshake;
output flag_handshake_to_clk2;
input flag_clk2_to_handshake;
reg sreq;
wire dreq;
reg dack;
wire sack;
parameter IDLE         = 3'b001;
parameter WAIT_DST     = 3'b011;
parameter SEND_DATA    = 3'b010;
parameter OUT       = 3'b100;
reg [2:0] src_state, dst_state;
reg [WIDTH-1:0] src_reg, dst_reg;
assign handshake_clk1_flag = (sreq && sack);
assign handshake_clk2_flag = (!dreq && dack);
assign sidle = (src_state == IDLE);
always @(posedge sclk or negedge rst_n) begin
    if(!rst_n) begin
        src_state <= IDLE;
        sreq <= 0;
        src_reg <= 0;
    end
    else begin
        case(src_state)
            IDLE: begin
                src_state <= (sready && !sreq) ? SEND_DATA : IDLE;
                sreq <= (sready && !sreq) ? 1 : 0;
                src_reg <= din;
            end
            SEND_DATA: begin
                src_state <= handshake_clk1_flag ? WAIT_DST : SEND_DATA;
                sreq <= handshake_clk1_flag ? 0 : 1;
            end
            WAIT_DST: begin
                src_state <= (!sreq && !sack) ? IDLE :WAIT_DST;
            end
        endcase
    end
end
always @(posedge dclk or negedge rst_n) begin
    if(!rst_n) begin
        dst_state <= IDLE;
        dst_reg <= 0;
        dack <= 0;
        dvalid <= 0;
    end
    else begin
        case (dst_state)
            IDLE: begin
                dst_state <= (!dbusy && dreq) ? OUT : IDLE;
                dack <= (!dbusy && dreq) ? 1 : 0;
                dout <= 0;
                dvalid <= 0;
                dst_reg <= (!dbusy && dreq) ? src_reg : dst_reg;
            end 
            SEND_DATA: begin
                dst_state <= handshake_clk2_flag ? IDLE : SEND_DATA;
                dack <= handshake_clk2_flag ? 0 : 1;
                dvalid <= 0;
                dout <= 0;
            end
            OUT: begin
                dst_state <= SEND_DATA;
                dvalid <= 1;
                dout <= dst_reg;
            end
        endcase
    end
end
NDFF_syn sreq_dreq(.D(sreq), .Q(dreq), .clk(dclk), .rst_n(rst_n));
NDFF_syn dack_sack(.D(dack), .Q(sack), .clk(sclk), .rst_n(rst_n));
endmodule
module NDFF_syn(D, Q, clk, rst_n);
input D;
input clk;
input rst_n;  
output Q;
reg A1,A2;
assign Q = A2;
always @(posedge clk or negedge rst_n)
begin
    if(!rst_n)
        A1 <= 0;
    else
        A1 <= D;  
end
always @(posedge clk or negedge rst_n)
begin
    if(!rst_n)
        A2 <= 0;
    else
        A2 <= A1;  
end
endmodule
```
`flow/run.sh`:
```
#!/bin/bash
# OpenROAD 26Q1-2900-gdf79404cd8, Yosys 0.63+post, stock flow scripts
make -C /OpenROAD-flow-scripts/flow DESIGN_CONFIG=/design/flow/config.mk WORK_HOME=/design/flow/orfs finish
```
`flow/config.mk`:
```
export PLATFORM = sky130hd
export DESIGN_NAME = Handshake_syn
export DESIGN_NICKNAME = Handshake_syn
export VERILOG_FILES = /design/flow/design.v
export SDC_FILE = /design/flow/constraint.sdc
export NUM_CORES = 4
export LEC_CHECK = 1
export CORE_UTILIZATION = 30
```
`flow/constraint.sdc`:
```
current_design Handshake_syn

set clk_period 2.0
set clk_io_pct 0.2

create_clock -name clk0 -period $clk_period [get_ports {dclk}]
create_clock -name clk1 -period $clk_period [get_ports {sclk}]

set non_clock_inputs [all_inputs -no_clocks]
set_input_delay [expr $clk_period * $clk_io_pct] -clock clk0 $non_clock_inputs
set_output_delay [expr $clk_period * $clk_io_pct] -clock clk0 [all_outputs]
```
==> run notes <==
fresh numbers from the pnr run: CTS clk-pin slew, worst paths about 0.07 ns, Final Power ~1.3 mW, top logic cell by instance count in the layout sky130_fd_sc_hd__dfrtp_1, setup_tns 0 ns, result of the run complete, no violations, kind of capture point of the worst setup path output pin, pwr dens ~760 nW/um^2, gate count of the mapped netlist ~90, Overflow after GRT 0, share of the yosys chip area belonging to registers around 70%, total wirelength of the detailed-routed design around 2000 um, Main logic family multiplexers, Netlist cell types 21, Slowest cell on crit path sky130_fd_sc_hd__dfstp_2, count of antenna diodes in the layout 0, Basic Gates by Area 7.80%, violation tally from detailed-route iteration zero approximately 53, Largest stage delay, worst path 0.52 ns, number of cells upsized or downsized after cts 0, Layout Skew ~0.0070 ns, initial antenna violation count 0, area fraction in mux cells about 14%, number of cells in the finished layout apart from fillers 170, total of endpoints with negative setup slack in the final report 0, final RePlAce weighted congestion between 0.7 and 0.8, placeable core area about 4400 um^2, path type of the worst min-delay path register to register, total vias in the final route between 700 and 800, Post-CTS Repair Setup Buffers 0, number of max-capacitance violations reported 0, TritonCTS clock tree done, port buffer count 21, highest-count cells in the layout ignoring fill and taps sky130_fd_sc_hd__dfrtp_1 (27), sky130_fd_sc_hd__clkdlybuf4s50_1 (21), sky130_fd_sc_hd__mux2_2 (16), effective utilization at floorplan 31.4%, detail-routed via count per cell between 4 and 5, DR WL/cell between 10 and 15 um, post-synthesis average cell area 15.3 um^2, crit path cell chain clkdlybuf4s50_1, instance count after placement with tap cells included ~160, area enclosed by the die boundary ~5000 um^2, pin count of the biggest net entering global routing 30, Yosys Instances 90, Bufs and invs on worst path 1, synthesis-to-finish area growth 26.1%, yosys-reported design area after synthesis 1380 um^2, overall fraction of global-route tracks in use 8.96%, data arrival at the endpoint of the critical path around 1.2 ns, total number of clock tree sinks 37, first-pass iteration count of the detailed router 2, adder-cell area share of the yosys netlist 0%, kind of cell adding the most delay to the critical path flip-flops, critical-path maximum fanout 2, via count of the first global-routing pass just over 700, Die Ht 69.8 um, RSZ-0062 raised after global routing no, Leakage Power approximately 0.85 nW, Pins Over Slew Limit 0, yosys warning tally 6, final hold violations 0, Horiz. Die Dim between 60 and 70 um, required time of the critical path about 1.6 ns, utilization after layout ~40%, number of nets with antenna violations after routing 0, Setup CP Type register to output pin, number of synthesized register bits 37, standard-cell row count 24, share of layout cells above drive strength 1 between 20% and 30%, number of remaining DRC errors 0, wire length of the first global-routing pass 3400 um, kind of start point of the critical path register, tally of OpenROAD warnings 28, combined area of all synthesized cells approximately 1400 um^2, compound-gate portion of the synthesized area under 10%, Post-CTS Hold Fix Bufs 0, Peak supply drop approximately 260 uV, XORs/XNORs by Area 0%, number of top-level pins 27
## cell type report
class	count	area [um^2]
clock buffers	8	90.1
fillers	413	2650
inverters	1	3.75
multi-input cells	49	387
flip-flops and latches	37	968
well taps	52	65.1
repair buffers	23	225
## per-stage QoR
| step | hold WS (ns) | setup WS [ns] | instance area, um^2 |
|---|---|---|---|
| after CTS | 0.352 | 0.366 | 1740 |
| final | 0.351 | 0.384 | 1740 |
| after floorplan | 0.104 | 0.821 | 1380 |
| after global routing | 0.373 | 0.351 | 1740 |
| after global placement | 0.333 | 0.270 | 1650 |
| after detailed placement | 0.335 | 0.265 | 1650 |
## worst paths after layout
kind / startpoint / to / slack [ns] / depth (start not counted)
max: src_state[0]$_DFF_PN1_ / sidle / 0.38 / 1
min: sreq_dreq.A1$_DFF_PN0_ / sreq_dreq.A2$_DFF_PN0_ / 0.35 / 0
max reg2reg: dst_state[0]$_DFF_PN1_ / dst_reg[6]$_DFFE_PN0P_ / 0.74 / 3
min reg2reg: sreq_dreq.A1$_DFF_PN0_ / sreq_dreq.A2$_DFF_PN0_ / 0.35 / 0
max in group clk1: src_state[0]$_DFF_PN1_ / src_reg[7]$_DFFE_PN0P_ / 0.83 / 2
max in group asynchronous: rst_n / src_state[0]$_DFF_PN1_ / 1.11 / 2
min in group clk1: dack_sack.A1$_DFF_PN0_ / dack_sack.A2$_DFF_PN0_ / 0.35 / 0
min in group asynchronous: rst_n / dvalid$_DFFE_PN0P_ / 0.57 / 2
## synthesized netlist by cell type (all sizes together)
cell type,count,area share [%]
conb,1,0.27
dfstp,2,3.8
inv,1,0.27
mux2i,1,0.73
nand2,3,1.4
a22o,2,1.3
and2b,1,0.64
o31a,1,0.64
a21oi,3,1.1
buf,3,1.5
mux2,16,13
o21ai,2,0.73
dfrtp,27,49
nor2,3,0.82
clkbuf,1,0.27
and2,8,3.6
nand2b,3,1.4
edfxtp,8,17
a21o,4,2.2
## where the power goes
group | internal, mW | total [mW] | switching (mW) | leakage [nW]
clock network | 0.282 | 0.507 | 0.225 | 0.0455
logic | 0.0222 | 0.0408 | 0.0186 | 0.312
registers | 0.770 | 0.770 | 0 | 0.494
## worst register-to-register path: cells and delay by family (launching register included)
family / cells / cell delay [ns]
flip-flops: 1 / 0.56
multiplexers: 1 / 0.29
AND/OR/NAND/NOR: 2 / 0.30
## cells by family after synthesis
kind of cell,count (synthesis)
mux,17
other cells,1
flops,37
compound gates,12
simple gates,18
buf+inv,5
## metal layers
| layer | global-route usage (%) | up-vias | wire, um |
|---|---|---|---|
| met1 | 16.2 | 358 | 989 |
| met5 | 0 | - | 0 |
| li1 | - | 362 | - |
| met3 | 1.77 | 4 | 90 |
| met2 | 11.3 | 19 | 846 |
| met4 | 2.67 | 0 | 46 |
Power and IR drop assume default switching activity.
