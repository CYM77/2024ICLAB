`/design/flow/design.v`:
```
module SSC(
    card_num,
    input_money,
    snack_num,
    price, 
    out_valid,
    out_change
);
input [63:0] card_num;
input [8:0] input_money;
input [31:0] snack_num;
input [31:0] price;
output out_valid;
output [8:0] out_change;    
wire [3:0] LUT [0:9];
assign LUT[0] = 0;
assign LUT[1] = 2;
assign LUT[2] = 4;
assign LUT[3] = 6;
assign LUT[4] = 8;
assign LUT[5] = 1;
assign LUT[6] = 3;
assign LUT[7] = 5;
assign LUT[8] = 7;
assign LUT[9] = 9;
wire [6:0] odd_sum,even_sum;
wire [6:0] sum;
wire  [3:0] card_mul [0:7];
assign card_mul[0] = LUT[  card_num[7:4]];
assign card_mul[1] = LUT[card_num[15:12]];
assign card_mul[2] = LUT[card_num[23:20]];
assign card_mul[3] = LUT[card_num[31:28]];
assign card_mul[4] = LUT[card_num[39:36]];
assign card_mul[5] = LUT[card_num[47:44]];
assign card_mul[6] = LUT[card_num[55:52]];
assign card_mul[7] = LUT[card_num[63:60]];
wire [7:0] total [0:7];
wire [7:0] total_sorted [0:7];
mul4bit p0(.in0(snack_num[3:0]), .in1(price[3:0]), .out(total[0]));
mul4bit p1(.in0(snack_num[7 :4 ]), .in1(price[7 :4 ]), .out(total[1]));
mul4bit p2(.in0(snack_num[11:8 ]), .in1(price[11:8 ]), .out(total[2]));
mul4bit p3(.in0(snack_num[15:12]), .in1(price[15:12]), .out(total[3]));
mul4bit p4(.in0(snack_num[19:16]), .in1(price[19:16]), .out(total[4]));
mul4bit p5(.in0(snack_num[23:20]), .in1(price[23:20]), .out(total[5]));
mul4bit p6(.in0(snack_num[27:24]), .in1(price[27:24]), .out(total[6]));
mul4bit p7(.in0(snack_num[31:28]), .in1(price[31:28]), .out(total[7]));
wire [9:0] sub_out0;
wire [9:0] sub_out1;
wire [9:0] sub_out2;
wire [9:0] sub_out3;
wire [9:0] sub_out4;
wire [9:0] sub_out5;
wire [9:0] sub_out6;
wire [9:0] sub_out7;
assign even_sum = (((card_num[3:0] + card_num[11:8]) +(card_num[19:16] +card_num[27:24])) + ((card_num[35:32] + card_num[43:40]) +(card_num[51:48] +card_num[59:56])));
assign odd_sum = (((card_mul[0] + card_mul[1]) +(card_mul[2] +card_mul[3])) +((card_mul[4] +card_mul[5]) +(card_mul[6] +card_mul[7])));
assign sum = even_sum + odd_sum;
reg out_valid_temp;
always @(*) begin
    case(sum) 
    10,20,30,50,60,70,80,90,100,110,120: out_valid_temp = 1;
    default: out_valid_temp = 0;
    endcase
end
assign out_valid = out_valid_temp;
CMP_8 P8_0(
    .in0(total[0]), .in1(total[1]), .in2(total[2]), .in3(total[3]), .in4(total[4]), .in5(total[5]), .in6(total[6]), .in7(total[7]),
    .out0(total_sorted[0]), .out1(total_sorted[1]), .out2(total_sorted[2]), .out3(total_sorted[3]), .out4(total_sorted[4]), .out5(total_sorted[5]), .out6(total_sorted[6]), .out7(total_sorted[7])
);
assign sub_out0 = input_money + (~total_sorted[7]) + 1;
assign sub_out1 = sub_out0    + (~total_sorted[6]) + 1;
assign sub_out2 = sub_out1    + (~total_sorted[5]) + 1;
assign sub_out3 = sub_out2    + (~total_sorted[4]) + 1;
assign sub_out4 = sub_out3    + (~total_sorted[3]) + 1;
assign sub_out5 = sub_out4    + (~total_sorted[2]) + 1;
assign sub_out6 = sub_out5    + (~total_sorted[1]) + 1;
assign sub_out7 = sub_out6    - (total_sorted[0])  ;
reg [8:0] out_change_temp;
always @(*) begin
    if(out_valid == 0 || sub_out0[9]) out_change_temp = input_money;
    else if(sub_out1[9]) out_change_temp = sub_out0;
    else if(sub_out2[9]) out_change_temp = sub_out1;
    else if(sub_out3[9]) out_change_temp = sub_out2;
    else if(sub_out4[9]) out_change_temp = sub_out3;
    else if(sub_out5[9]) out_change_temp = sub_out4;
    else if(sub_out6[9]) out_change_temp = sub_out5;
    else if(sub_out7[9]) out_change_temp = sub_out6;
    else out_change_temp = sub_out7;
end
assign out_change = out_change_temp;
endmodule
module CMP (
	input [7:0] in0,
	input [7:0] in1,
	output [7:0] out0,
	output [7:0] out1
);
    assign out0 = in0 > in1 ? in1 : in0;
    assign out1 = in0 > in1 ? in0 : in1;
endmodule
module mul4bit(in0,in1,out);
    input [3:0] in0, in1;
    output [7:0] out;
    wire [3:0] sh0 = in0[0] ? in1 : 0;
    wire [4:0] sh1 = in0[1] ? in1 << 1 : 0;
    wire [5:0] sh2 = in0[2] ? in1 << 2 : 0;
    wire [6:0] sh3 = in0[3] ? in1 << 3 : 0;
    assign out = sh0 + sh1 + sh2 + sh3;
endmodule
module CMP_8 (
    in0, in1, in2, in3, in4, in5, in6, in7,
    out0, out1, out2, out3, out4, out5, out6, out7
);
    input [7:0]  in0, in1, in2, in3, in4, in5, in6, in7;
    output [7:0] out0;
    output [7:0] out1;
    output [7:0] out2;
    output [7:0] out3;
    output [7:0] out4;
    output [7:0] out5;
    output [7:0] out6;
    output [7:0] out7;
    wire [7:0] w00,w01,w02,w03,w04,w05,w06,w07;
    wire [7:0] w10,w11,w12,w13,w14,w15,w16,w17;
    wire [7:0] w20,w21,w22,w23,w24,w25,w26,w27;
    wire [7:0] w32,w33,w34,w35;
    wire [7:0] w41,w43,w44,w46;
    wire [7:0] w51,w52,w53,w54,w55,w56;
    CMP P0(.in0(in2), .in1(in0), .out0(w00), .out1(w02));
    CMP P1(.in0(in1), .in1(in3), .out0(w01), .out1(w03));
    CMP P2(.in0(in4), .in1(in6), .out0(w04), .out1(w06));
    CMP P3(.in0(in7), .in1(in5), .out0(w05), .out1(w07));
    CMP P4(.in0(w00), .in1(w04), .out0(w10), .out1(w14));
    CMP P5(.in0(w01), .in1(w05), .out0(w11), .out1(w15));
    CMP P6(.in0(w02), .in1(w06), .out0(w12), .out1(w16));
    CMP P7(.in0(w03), .in1(w07), .out0(w13), .out1(w17));
    CMP P8(.in0(w10), .in1(w11), .out0(out0), .out1(w21));
    CMP P9(.in0(w12), .in1(w13), .out0(w22), .out1(w23));
    CMP P10(.in0(w14), .in1(w15), .out0(w24), .out1(w25));
    CMP P11(.in0(w16), .in1(w17), .out0(w26), .out1(out7));
    CMP P12(.in0(w22), .in1(w24), .out0(w32), .out1(w34));
    CMP P13(.in0(w23), .in1(w25), .out0(w33), .out1(w35));
    CMP P14(.in0(w21), .in1(w34), .out0(w41), .out1(w44));
    CMP P15(.in0(w33), .in1(w26), .out0(w43), .out1(w46));
    CMP P16(.in0(w41), .in1(w32), .out0(out1), .out1(out2));
    CMP P17(.in0(w43), .in1(w44), .out0(out3), .out1(out4));
    CMP P18(.in0(w35), .in1(w46), .out0(out5), .out1(out6));
endmodule
```
`/design/flow/run.sh`:
```
#!/bin/bash
# OpenROAD 26Q1-2900-gdf79404cd8, Yosys 0.63+post, stock flow scripts
make -C /OpenROAD-flow-scripts/flow DESIGN_CONFIG=/design/flow/config.mk WORK_HOME=/design/flow/orfs finish
```
`/design/flow/config.mk`:
```
export PLATFORM = sky130hd
export DESIGN_NAME = SSC
export DESIGN_NICKNAME = SSC
export VERILOG_FILES = /design/flow/design.v
export SDC_FILE = /design/flow/constraint.sdc
export NUM_CORES = 4
export LEC_CHECK = 1
export CORE_UTILIZATION = 50
```
`/design/flow/constraint.sdc`:
```
current_design SSC

set clk_period 50.3
set clk_io_pct 0.2

create_clock -name clk0 -period $clk_period

set non_clock_inputs [all_inputs -no_clocks]
set_input_delay [expr $clk_period * $clk_io_pct] -clock clk0 $non_clock_inputs
set_output_delay [expr $clk_period * $clk_io_pct] -clock clk0 [all_outputs]
```
==> qor.yml <==
timing:
  rsz0062_at_grt: "no"
  layout_min_cycle_time_ns: 43.40
  finalHoldViolations: 0
  fmax_mhz: 23.0
  maxSlewViolCount: 0
  max_slew_margin: 0.433
  post-route-period-util: 0.863
  fin_tns_setup_ns: 0
  worstMarginPinSlew_ns: 0.842
  setup_violations: 0
setup_path:
  crit_type: "in -> out"
  worstPathArrival_ns: 33.34
  crit_path_max_incr_delay_ns: 0.61
  slowest_stage: "fa_1"
  required_ns: 40.24
  cp-end-kind: "primary output"
  worst_setup_path_start_kind: "input port"
  path_max_fanout: 28
floorplan:
  io_pins: 147
  core_area_um2: 30900
  std_cell_rows: 64
  dieHeight_um: 180
  die_area_um2: 32500
  fp_util: 0.514
  die_w_um: 180
drt:
  diodes: 0
  drc: 0
  post_drt_wl_per_cell_um: 15.7
  ant_nets: 0
  wl_um: 40100
  vias: 14000
  drt-vias-per-instance: 5.46
  firstDrtPassIters: 5
  drt-initial-drc-count: 623
global_route:
  grt_pass1_wl_um: 66800
  antenna_found_initial: 0
  gr-total-overflow: 0
  grt_pass1_vias: 13400
  grt_max_degree: 29
  grtUsageTotal: 0.258
cts:
  postCtsResizedCells: 0
  postCtsSetupRepairBufs: 0
  ctsHoldBuffers: 0
placement:
  dpl.hpwl_um: 36300
  gp_congestion: 0.977
  io_buffers: 147
job:
  drv_cap: 0
  tool_warnings: 32
synthesis:
  yosys_warnings: 1
  syn_area_per_cell_um2: 7.81
  synth_cell_types: 84
  yosysCellCount: 2034
  synth_area_um2: 15900
  synth_cells: 2034
  ys_seq_share: 0
  ys_area_um2: 15900
worst_hold_path:
  hold_depth: 4
  hp-class: "in -> out"
  min_delay_worst_endpoint: "out_change[0]"
  hp-start: "input_money[0]"
layout:
  area_growth_pct: 12.4
  clockBufferCount: 0
  seq_area_um2: 0
  drive_above_1_share: 0.0435
  flops: 0
  n_fill_cell: 2883
run_status:
  status: "complete, no violations"
## cell type report
cell class,instances,area (um^2),share of cell area
Timing Repair Buffer,165,1610,0.0899
Inverter,256,961,0.0538
Tap cell,396,495,0.0277
Multi-Input combinational cell,1742,14800,0.829
## critical path: cells and delay by family
family | cells | cell delay, ns
AOI/OAI and AO/OA | 36 | 7.78
xor gates and xnor gates | 1 | 0.20
adders and majority gates | 19 | 7.44
buffers and inverters | 8 | 2.04
muxes | 7 | 1.89
and+or+nand+nor | 20 | 3.87
## logic make-up after synthesis
group | Yosys count | synth area share
buf+inv | 292 | 0.0694
xor+xnor | 109 | 0.0644
simple gates | 520 | 0.165
mux | 236 | 0.155
compound gates | 492 | 0.196
fa+ha+maj | 385 | 0.350
## stage by stage
step / util / hold WS, ns / cell area (um^2) / setup slack [ns] / instances
2_1_floorplan: - / 20.18 / 15900 / 9.40 / 2034
3_3_place_gp: 0.578 / 21.07 / 17900 / 7.24 / 2559
3_5_place_dp: 0.578 / 21.08 / 17900 / 7.03 / 2559
4_1_cts: 0.578 / 21.08 / 17900 / 6.92 / 2559
5_1_grt: 0.578 / 21.11 / 17900 / 5.22 / 2559
6_report: 0.578 / 21.08 / 17900 / 6.90 / 2559
## placed cells by master, fill, tap and decap left out, types with 6 or more instances in the layout
cell	instances
buf_4	18
nand4_1	20
nand3_1	28
nor2_1	110
mux2_2	28
mux2_1	8
a31oi_1	7
o22ai_1	9
a21o_1	81
clkdlybuf4s50_1	147
nor3_1	13
and2_1	87
mux2i_1	193
o21bai_1	6
ha_1	282
o21a_1	18
or3_1	7
o21ai_1	7
nor2b_1	41
fa_1	100
inv_1	256
xnor2_1	59
nand2_1	135
o21ai_0	122
xor2_1	45
a21oi_1	163
a211oi_1	13
or2_2	14
nand2b_1	48
o211ai_1	6
## worst max path at each step
stage | start | end | cells past startpoint
CTS | price[29] | out_change[0] | 92
global route | price[29] | out_change[0] | 97
finish | price[21] | out_change[0] | 91
## synth_stat cells, types with 29 or more instances
| master | number | area (um^2) |
|---|---|---|
| mux2i_1 | 193 | 1930 |
| a21o_1 | 81 | 608 |
| nor2b_1 | 41 | 257 |
| o21ai_0 | 125 | 626 |
| xor2_1 | 45 | 394 |
| xnor2_1 | 59 | 517 |
| ha_1 | 282 | 3530 |
| nand2_1 | 135 | 507 |
| clkbuf_1 | 29 | 109 |
| and2_1 | 87 | 544 |
| nor2_1 | 110 | 413 |
| fa_1 | 100 | 2000 |
| a21oi_1 | 164 | 821 |
| inv_1 | 256 | 961 |
| nand2b_1 | 48 | 300 |
## routing by layer
layer / part of all wire / track usage
met1: 0.52 / 0.403
met3: 0.028 / 0.0126
met4: 0.0067 / 0.0157
met5: 0 / 0
met2: 0.44 / 0.418
